$ cat ./constraint.sdc
current_design top_level

set clk_period 5.6
set clk_io_pct 0.2

create_clock -name clk0 -period $clk_period [get_ports {clk}]

set non_clock_inputs [all_inputs -no_clocks]
set_input_delay [expr $clk_period * $clk_io_pct] -clock clk0 $non_clock_inputs
set_output_delay [expr $clk_period * $clk_io_pct] -clock clk0 [all_outputs]
$ cat ./config.mk
export PLATFORM = sky130hd
export DESIGN_NAME = top_level
export DESIGN_NICKNAME = top_level
export VERILOG_FILES = /design/flow/design.v
export SDC_FILE = /design/flow/constraint.sdc
export NUM_CORES = 4
export LEC_CHECK = 1
export CORE_UTILIZATION = 50
$ cat ./design.v
`timescale 1ns / 1ps
module baud_gen(
    input clk,
    input rst,
    output cy
    );
reg[15:0] Q;
assign cy=(Q==16'd3);  
always@(posedge clk)
begin
	if(rst|cy) Q<=16'd0;
	else Q<=Q+1;
end
endmodule
`timescale 1ns / 1ps
module bitcounter(
    input start,
    input en,
	 input clk,
	 input rst,
    output [3:0] out
    );
wire engedelyezes;
wire nemnulla;
reg[3:0] Q;
assign nemnulla =(Q>4'b0);
assign engedelyezes = (en&(start|nemnulla));
always@(posedge clk)
begin
	if(rst|(en&Q==10)) Q<=4'b0;
	else if(engedelyezes) Q<=Q+1;
end
assign out = Q;
endmodule
`timescale 1ns / 1ps
module bitgenerator(
    input [7:0] sw,
    output [10:0] out
    );
	 assign out[0]=1;  
	 assign out[1]=0;  
	 assign out[2]=sw[0];  
	 assign out[3]=sw[1];  
	 assign out[4]=sw[2];  
	 assign out[5]=sw[3];  
	 assign out[6]=sw[4];  
	 assign out[7]=sw[5];  
	 assign out[8]=sw[6];  
	 assign out[9]=sw[0]^sw[1]^sw[2]^sw[3]^sw[4]^sw[5]^sw[6]^sw[7];  
	 assign out[10]=1;  
endmodule
`timescale 1ns / 1ps
module btn1_pergesmentesito(
    input btn,
	 input clk,
	 input en,
    output btn1_en
    );
	 wire rst = ~btn;
	 wire carry;
	 wire engedelyezes;
	 reg[15:0] Q;
	 assign carry=(Q==4);
	 assign engedelyezes=((btn^carry)&en);
	 always@(posedge clk)
	 begin
		if(rst) Q<=16'b0;
		else if(engedelyezes) Q<=Q+1;
	 end
	 reg dff;
	 always@(posedge clk)
	 begin
		if(en)	dff<=carry;
	 end
	 assign btn1_en=(dff&~carry);
endmodule
`timescale 1ns / 1ps
module btn2_pergesmentesito(
   input btn,
	 input clk,
	 input en,
    output btn2_en
    );
	 wire rst = ~btn;
	 wire engedelyezes;
	 reg[15:0] Q;
	assign btn2_en=(Q==4);
	 assign engedelyezes=((btn^btn2_en)&en);
	 always@(posedge clk)
	 begin
		if(rst) Q<=16'b0;
		else if(engedelyezes) Q<=Q+1;
	 end
endmodule
`timescale 1ns / 1ps
module top_level(
	input clk,
	input rst,
	input btn1,
	input btn2,
	input[7:0] sw,
	output kimenet,
	output[10:0] bitgen_dbg,
	output[3:0] dbgki,
	output startki,
	output btn1enki,
	output btn2enki
    );
	wire en;
	baud_gen baud_generator(.clk(clk), .rst(rst), .cy(en));  
	wire[10:0] swk_allasa;
	bitgenerator bitgen(.sw(sw), .out(swk_allasa));
	wire start;
	wire btn1_en;
	wire btn2_en;
	btn1_pergesmentesito btn1_p(.btn(btn1), .clk(clk), .en(en), .btn1_en(btn1_en));
	btn2_pergesmentesito btn2_p(.btn(btn2), .clk(clk), .en(en), .btn2_en(btn2_en));
	assign start=(btn1_en||btn2_en);  
	assign startki=start;
	assign btn1enki=btn1_en;
	assign btn2enki=btn2_en;
	wire[3:0] mpx_select;
	bitcounter bitcntr(.start(start), .en(en), .clk(clk), .rst(rst), .out(mpx_select));
	assign kimenet=swk_allasa[mpx_select];
	assign bitgen_dbg=swk_allasa;
	assign dbgki=mpx_select;
endmodule
$ cat ./run.sh
#!/bin/bash
# OpenROAD 26Q1-2900-gdf79404cd8, Yosys 0.63+post, stock flow scripts
make -C /OpenROAD-flow-scripts/flow DESIGN_CONFIG=/design/flow/config.mk WORK_HOME=/design/flow/orfs finish
==> flow_summary_export.csv <==
group,metric,value,unit
synthesis,top_cells_by_count,"52 x dfxtp_1, 31 x nor2_1, 25 x nand2_1",
sta,tns,0,ns
global_routing,grt_pass1_wl,9800,um
clocking,clockBufferDepth,2,
power,powerDensity,206,nW/um2
routing,drc,0,
sta,slew_violations,0,
clocking,cts_hold_buffers,0,
sta,worst_pin_slew,0.660,ns
worst_setup_path,path_buffers,2,
worst_hold_path,whs_endpoint,"baud_generator.Q[0]",
synthesis,synthArstFlopShare,0,%
job,cap_violations,0,
place,dp_slack,1.64,ns
floorplanning,placementRows,27,
global_routing,grt_start_max_net_pins,29,
floorplanning,die-width,79.3,um
routing,dr_total_vias,2430,
clocking,cts_resized,0,
synthesis,numSynthFlops,53,
sta,fin_crit,3.95,ns
floorplanning,fp_util,52.9,%
worst_setup_path,worst-setup-path-type,"primary input to output pin",
worst_setup_path,cp-end-kind,"output pin",
clocking,htree_levels,2,
synthesis,postSynthSeqShare,35.9,%
sta,finalCritPeriodShare,70.5,%
worst_setup_path,rrSetupSlack,3.06,ns
synthesis,most_common_cell,"dfxtp_1",
power,swShare,25.3,%
status,outcome,"completed",
floorplanning,die_y,79.3,um
sta,whs,0.476,ns
worst_setup_path,worstPathCellList,"clkdlybuf4s50_1 -> xor2_1 -> xnor2_1 -> xnor2_1 -> a31oi_1 -> o22ai_1 -> clkdlybuf4s50_1",
job,warning_count,30,
floorplanning,ios,31,
place,gp_congestion,0.820,
sta,max_slew_margin,55.9,%
routing,avgViaCountPerCell,5.64,
power,p_leak,1.08,nW
synthesis,dominantRegCellSynth,"dfxtp_1",
power,total_power,0.676,mW
global_routing,grt_usage,19.6,%
global_routing,grt.overflow.total,0,
worst_setup_path,reg2reg_depth,7,
sta,fmax,0.253,GHz
worst_hold_path,hold_class,"flip-flop to flip-flop",
clocking,clkSinkCount,53,
routing,first_iter_violations,103,
clocking,clk_latency,0.32,ns
sta,fin_worst_skew,0.0171,ns
worst_hold_path,hold_path_depth,1,
synthesis,yosysWarningCount,4,
sta,worst_slack,1.65,ns
worst_setup_path,path_max_fanout,3,
power,p_int,0.506,mW
worst_setup_path,cpPeakStageDelay,0.51,ns
worst_setup_path,cp_slowest_cell,"clkdlybuf4s50_1",
final_layout,drive_gt1_share,5.01,%
synthesis,synth_cell_types,43,
sta,finalHoldViolCount,0,
routing,ant_nets,0,
synthesis,synth.avg_cell_area,8.55,um2
floorplanning,die_area,6280,um2
power,ir_worst_vdd,114,uV
power,pwr-share-comb,8.9,%
synthesis,synth_area,2990,um2
routing,insertedDiodeCount,0,
clocking,cts_tree,"built",
global_routing,antenna_found_initial,0,
global_routing,first_global_vias,2147,
worst_setup_path,cp-start-kind,"primary input",
power,seqPwrFrac,57.0,%
power,pwr-share-clk,34.1,%
synthesis,yosysChipArea,2990,um2
sta,setup_violations,0,
worst_setup_path,crit_required,4.48,ns
synthesis,synth-edff-count,1,
synthesis,synth_stat.cells,349,
sta,rsz0062_at_grt,"false",
clocking,cts_root_buf,"clkbuf_8",
power,p_sw,0.171,mW
place,hpwl,3870,um
synthesis,synthCells,349,
final_layout,fillers,503,
worst_setup_path,cp_top_family,"buffers and inverters",
clocking,cts.clk_slew.worst_paths,0.10,ns
clocking,cts_buffers,5,
routing,wl_per_cell,13.2,um
final_layout,fin_util,58.3,%
worst_setup_path,worstReg2RegEnd,"btn2_p.Q[9]",
synthesis,yosysTopAreaCell,"dfxtp_1",
place,place.port_buffers,27,
routing,dr.pass1.iters,4,
clocking,post_cts_buffers,0,
worst_hold_path,min-delay-start,"baud_generator.Q[0]",
routing,wirelength,5690,um
synthesis,top_cell_area_share,34.9,%
synthesis,area_leaders,"dfxtp_1 35%, xnor2_1 4.7%, nor2_1 3.9%",
floorplanning,core_area,5640,um2
worst_setup_path,reg2reg_from,"btn2_p.Q[0]",
final_layout,syn2layout_area_growth,10.1,%
worst_setup_path,cp.arrival,2.83,ns
## flip-flops by register name (all words and copies together), names as in the netlist
| signal | cells |
|---|---|
| baud_generator.Q | 16 |
| bitcntr.Q | 4 |
| btn1_p.Q | 16 |
| btn1_p.dff | 1 |
| btn2_p.Q | 16 |
## stage by stage
stage	std cells	instance area [um2]
floorplan	350	2990
global placement	423	3190
detailed placement	423	3190
CTS	431	3290
global route	431	3290
finish	431	3290
## cell type report
| type | count | area (um2) | area share [%] |
|---|---|---|---|
| repair buffers | 27 | 270 | 8.22 |
| flip-flops and latches | 53 | 1070 | 32.6 |
| inverters | 17 | 63.8 | 1.94 |
| clock buffers | 5 | 68.8 | 2.09 |
| well taps | 72 | 90.1 | 2.74 |
| multi-input cells | 254 | 1700 | 51.7 |
| clock inverters | 3 | 25.0 | 0.761 |
## layout by cell type (no fill, tap or decap), types with 2 or more instances in the layout
cell type / count
dfxtp_1: 52
nor2_1: 31
clkdlybuf4s50_1: 27
nand2_1: 25
inv_1: 17
nand3_1: 17
a21oi_1: 17
xnor2_1: 16
nand4_1: 16
or4_1: 13
o21ai_0: 11
o31ai_1: 10
or3_1: 9
xor2_1: 8
nand2b_1: 8
mux2i_1: 8
ha_1: 8
nor4_1: 7
nor3_1: 6
nor4b_1: 6
o211ai_1: 5
clkbuf_8: 5
and4_1: 4
o311ai_0: 4
o41ai_1: 3
conb_1: 3
nor4_4: 2
or2_2: 2
mux2_4: 2
and2_1: 2
and3_1: 2
## cell families (layout without fill, tap and decap cells)
group / count (synthesis) / after routing / synth area share, %
other cells: 2 / 3 / 0.252
mux: 11 / 11 / 4.44
fa+ha+maj: 8 / 8 / 3.35
compound gates: 54 / 54 / 11.6
simple gates: 154 / 154 / 30.1
xor+xnor: 24 / 24 / 7.04
buf+inv: 43 / 52 / 7.38
flops: 53 / 53 / 35.9
## how the worst max path moves through the flow
stage         cells after the start  endpoint  slack (ns)   from
finish                            7   kimenet        1.65  sw[6]
CTS                               7   kimenet        1.64  sw[6]
global route                      7   kimenet        1.55  sw[6]
## routing by layer
metal | up-vias | routed length [um] | global-route usage [%]
met2 | 44 | 2420 | 29.1
met3 | 7 | 215 | 3.03
met4 | 0 | 72 | 2.18
met5 | - | 0 | 0
li1 | 1277 | - | -
met1 | 1102 | 2980 | 31.7
## power groups by stage
stage                 Combinational [mW]  Sequential, mW  Clock, mW
after CTS                         0.0610           0.385      0.237
after global routing              0.0673           0.386      0.255
final                             0.0605           0.386      0.230
Power figures rest on the tool's default switching activity, not on a simulated workload.
